[run.sh]
#!/bin/bash
# OpenROAD 26Q1-2900-gdf79404cd8, Yosys 0.63+post, stock flow scripts
make -C /OpenROAD-flow-scripts/flow DESIGN_CONFIG=/design/flow/config.mk WORK_HOME=/design/flow/orfs finish
[design.v]
module create_pacman (clk, gameover, x, y, pac_x, pac_y, pac_on);
	input logic clk, gameover;
	input logic [9:0] x;
	input logic [8:0] y;
	input logic [4:0] pac_x, pac_y;
	output logic pac_on;
	logic [5:0] sprite_x, sprite_y;
	logic [20:0] pac_pixels [20:0];
	assign pac_pixels[0] = 21'b000000000000000000000;
   assign pac_pixels[1] = 21'b000000000000000000000;
   assign pac_pixels[2] = 21'b000000000111000000000;
   assign pac_pixels[3] = 21'b000000111111111000000;
   assign pac_pixels[4] = 21'b000001111111111100000;
   assign pac_pixels[5] = 21'b000111111111111111000;
   assign pac_pixels[6] = 21'b000111111111111111000;
   assign pac_pixels[7] = 21'b001111111111111111000;
   assign pac_pixels[8] = 21'b001111111111111000000;
   assign pac_pixels[9] = 21'b001111111111100000000;
   assign pac_pixels[10] = 21'b001111111100000000000;
   assign pac_pixels[11] = 21'b001111111000000000000;
   assign pac_pixels[12] = 21'b001111111111000000000;
   assign pac_pixels[13] = 21'b001111111111111000000;
   assign pac_pixels[14] = 21'b001111111111111110000;
   assign pac_pixels[15] = 21'b001111111111111111000;
   assign pac_pixels[16] = 21'b000111111111111111000;
   assign pac_pixels[17] = 21'b000001111111111100000;
   assign pac_pixels[18] = 21'b000000111111111000000;
   assign pac_pixels[19] = 21'b000000001111100000000;
   assign pac_pixels[20] = 21'b000000000000000000000;
	assign sprite_x = (x-100)%21;
	assign sprite_y = (y-9)%21;
	always_comb begin
		if ((y >= ((pac_y * 21) + 9)) & (y < (((pac_y + 1) * 21) + 9)) &
			(x >= ((pac_x *21) + 100)) & (x < (((pac_x + 1) * 21) + 100)) &
			(pac_pixels[sprite_y][sprite_x]) & ~gameover)
			pac_on = 1;
		else 
			pac_on = 0;
	end
endmodule
[config.mk]
export PLATFORM = sky130hd
export DESIGN_NAME = create_pacman
export DESIGN_NICKNAME = create_pacman
export VERILOG_FILES = /design/flow/design.v
export SDC_FILE = /design/flow/constraint.sdc
export NUM_CORES = 4
export LEC_CHECK = 1
export CORE_UTILIZATION = 30
[constraint.sdc]
current_design create_pacman

set clk_period 13.2
set clk_io_pct 0.2

create_clock -name clk0 -period $clk_period

set non_clock_inputs [all_inputs -no_clocks]
set_input_delay [expr $clk_period * $clk_io_pct] -clock clk0 $non_clock_inputs
set_output_delay [expr $clk_period * $clk_io_pct] -clock clk0 [all_outputs]
==> reports/qor.log <==
[grt] pin count of the biggest net entering global routing 19
[grt] initial antenna violation count 0
[power_and_ir_drop] cell-internal power 0.943 mW
[floorplanning] Die X-Extent 160 microns
[logic_synthesis] top cells by area, synth ha_1 (21%), xnor2_1 (5.2%), a21oi_1 (3.8%)
[floorplanning] initial standard-cell utilization of the core 30.8%
[detailed_routing] first-pass detailed-route iteration total 5
[power_and_ir_drop] Switching Power 0.909 mW
[setup_path] crit-path max cell delay 0.48 ns
[sta] transition at the pin with the smallest max-transition slack 0.633 ns
[logic_synthesis] yosys warning tally 2
[setup_path] category of the worst setup path capture point output port
[power_and_ir_drop] total power per unit cell area 175 nW/um^2
[grt] all-layer global routing usage 16.2%
[cells_and_area] tally of filler cells in the layout 2,329
[outcome] outcome finished, final reports clean
[placement] placer congestion estimate 0.949
[cells_and_area] Storage cell area 0 sq um
[sta] number of setup violations in the final report 0
[placement] number of port buffers 31
[placement] Detail Placement HPWL 16.9 mm
[detailed_routing] count of antenna-violating nets left after detailed routing 0
[power_and_ir_drop] combinational share of power 100.0%
[power_and_ir_drop] Leakage Power 4.77 nW
[logic_synthesis] mean instance size in the synthesized netlist 7.51 sq um
[hold_path] cell count of the worst hold path 5
[cells_and_area] leading cell types in the layout, fill and taps excluded buf_4 (257), ha_1 (122), inv_1 (68)
[grt] global-route wire length before repair 35.8 mm
[detailed_routing] sum of routed wire length over all layers 20.8 mm
[setup_path] arrival time of the worst setup path 10.24 ns
[sta] Final Hold Viols 0
[sta] top achievable clock speed 0.0777 GHz
[logic_synthesis] Cells after Synth 1,004
[sta] RSZ-0062 raised after global routing false
[logic_synthesis] Chip Area, Yosys 7540 sq um
[sta] max_slew headroom 57.4%
[grt] number of global-route vias before repair 7,789
[cells_and_area] Logic cell area 7590 sq um
[cells_and_area] area growth from synthesis to layout 40.6%
[detailed_routing] total vias in the final route 8,389
[cells_and_area] number of clock buffer instances in the layout 0
[power_and_ir_drop] worst ir drop on vdd 0.000138 V
[sta] setup tns final 0 ns
[floorplanning] Die H 160 microns
[sta] fin crit period 12.88 ns
[grt] total congestion overflow after global routing 0
[detailed_routing] DR vias/cell 5.29
[cells_and_area] Flops 0
[detailed_routing] drt drc 0
[floorplanning] number of top-level pins 32
[flow_run] Tool Warnings 46
[logic_synthesis] # Cells Yosys 1,004
[power_and_ir_drop] part of the power in the clock network 0%
[cells_and_area] most common cell after layout, fill and taps aside buf_4
[sta] Slew Viols, Final 0
[setup_path] most frequent CP cell o31a_1
[hold_path] path type of the worst min-delay path input port to output port
[detailed_routing] count of routing violations after the opening detailed-route iteration 479
[detailed_routing] Ant. Diodes 0
[flow_run] MaxCap Viol Count 0
[logic_synthesis] sequential fraction of the synthesis area 0%
[setup_path] CP startpoint kind input port
[logic_synthesis] area leader, netlist ha_1
[logic_synthesis] cell area after technology mapping 7540 sq um
[floorplanning] standard cell core area 24,500 sq um
[floorplanning] die area 25,800 sq um
[logic_synthesis] count of cell types in the netlist 107
[detailed_routing] final routed wire length divided by cell count 13.1 microns
[power_and_ir_drop] switching share of power 49.1%
[setup_path] crit path max fanout 6
[sta] fraction of the cycle the final worst path needs 97.6%
[power_and_ir_drop] sequential cell fraction of total power 0%
[floorplanning] number of placement rows 57
[setup_path] critical path class input port to output port
[power_and_ir_drop] Tot Pwr 1.85 mW
[setup_path] CP required 10.56 ns
[setup_path] library cell contributing the largest single delay on the critical path or4b_4
[logic_synthesis] area share of the leading cell type in the synthesized netlist 21.3%
[cells_and_area] ratio of cells with drive above 1 in the final layout 31.6%
[logic make-up after synthesis]
group,share of synthesized area [%]
xor+xnor,7.95
other cells,0.0498
buf+inv,6.31
compound gates,33.9
mux,3.84
fa+ha+maj,24.7
simple gates,23.2
[per-stage QoR]
stage	area (sq um)	instances	util, %	hold slack [ns]	setup slack [ns]
2_1_floorplan	7580	1005	-	5.47	0.459
3_3_place_gp	9890	1560	40.4	6.77	-0.786
3_5_place_dp	9890	1560	40.4	6.76	-0.857
4_1_cts	10200	1576	41.9	6.74	0.00113
5_1_grt	10600	1586	43.3	6.38	0.0528
6_report	10600	1586	43.3	6.31	0.322
[per-layer routing]
layer	global-route usage, %	vias to the layer above	wire (microns)
met5	0	-	0
met3	0.316	22	600
li1	-	4365	-
met4	1.34	0	196
met1	24.3	3844	10600
met2	27.1	158	9490
[worst max-delay path: cells and delay by family]
family          cells  cell delay, ns
simple gates       11            3.25
xor+xnor            1            0.16
compound gates     14            2.92
buf+inv             5            0.79
fa+ha+maj           2            0.29
mux                 1            0.18
[Yosys cell counts, types with 18 or more instances]
| cell type | n |
|---|---|
| nor2b_1 | 24 |
| o21ai_0 | 50 |
| a21oi_1 | 57 |
| nor2_1 | 60 |
| nand2b_1 | 20 |
| nor3_1 | 22 |
| mux2i_1 | 18 |
| nand3_1 | 24 |
| nand2_1 | 58 |
| inv_1 | 72 |
| xnor2_1 | 45 |
| ha_1 | 128 |
| a31oi_1 | 25 |
[final timing paths]
path	slack, ns	end	from
max	0.32	pac_on	x[8]
min	6.31	pac_on	gameover
[power groups by stage]
stage     registers, mW  clock network, mW  logic (mW)
6_report              0                  0        1.85
5_1_grt               0                  0        2.05
4_1_cts               0                  0        1.73
[what timing repair did]
action                     CTS  global route
pin swaps                   31            37
hold buffers                 0             0
setup endpoints to repair    1             1
cloned                       0             0
setup buffers               16            11
gates resized               62            51
[layout make-up]
class	instances	area share, %
inverter	75	2.66
timing repair buffer	295	21.9
tap	324	3.83
multi-input combinational	892	71.7
No activity file was given, so power comes from the tool's default toggle rates.
