**/design/flow/design.v**
```verilog
module create_ghost (clk, gameover, x, y, ghost_x, ghost_y, ghost_on);
	input logic clk, gameover; 
	input logic [9:0] x;
	input logic [8:0] y;
	input logic [4:0] ghost_x, ghost_y;
	output logic ghost_on;
	logic [5:0] sprite_x, sprite_y;
	logic [20:0] pac_pixels [20:0];
	assign pac_pixels[0] = 21'b000000000000000000000;
   assign pac_pixels[1] = 21'b000000000000000000000;
   assign pac_pixels[2] = 21'b000000001111100000000;
   assign pac_pixels[3] = 21'b000001111111111100000;
   assign pac_pixels[4] = 21'b000011111111111110000;
   assign pac_pixels[5] = 21'b000011100111111011000;
   assign pac_pixels[6] = 21'b000111000011110011100;
   assign pac_pixels[7] = 21'b000110000001100011100;
   assign pac_pixels[8] = 21'b000110000011100011100;
   assign pac_pixels[9] = 21'b001110001111100011100;
   assign pac_pixels[10] = 21'b001110001111100011100;
   assign pac_pixels[11] = 21'b001111000111110001100;
   assign pac_pixels[12] = 21'b001111101111111001100;
   assign pac_pixels[13] = 21'b001111111111111111100;
   assign pac_pixels[14] = 21'b001111111111111111100;
   assign pac_pixels[15] = 21'b001111111111111111100;
   assign pac_pixels[16] = 21'b001111111111111111100;
   assign pac_pixels[17] = 21'b001111111111111111100;
   assign pac_pixels[18] = 21'b001100111000111001100;
   assign pac_pixels[19] = 21'b000000011000110000000;
   assign pac_pixels[20] = 21'b000000000000000000000;
	assign sprite_x = (x-100)%21;
	assign sprite_y = (y-9)%21;
	always_comb begin
		if ((y >= ((ghost_y * 21) + 9)) & (y < (((ghost_y + 1) * 21) + 9)) &
			(x >= ((ghost_x *21) + 100)) & (x < (((ghost_x + 1) * 21) + 100)) &
			(pac_pixels[sprite_y][sprite_x]) & ~gameover)
			ghost_on = 1;
		else 
			ghost_on = 0;
	end
endmodule
```
**/design/flow/run.sh**
```bash
#!/bin/bash
# OpenROAD 26Q1-2900-gdf79404cd8, Yosys 0.63+post, stock flow scripts
make -C /OpenROAD-flow-scripts/flow DESIGN_CONFIG=/design/flow/config.mk WORK_HOME=/design/flow/orfs finish
```
**/design/flow/config.mk**
```make
export PLATFORM = sky130hd
export DESIGN_NAME = create_ghost
export DESIGN_NICKNAME = create_ghost
export VERILOG_FILES = /design/flow/design.v
export SDC_FILE = /design/flow/constraint.sdc
export NUM_CORES = 4
export LEC_CHECK = 1
export CORE_UTILIZATION = 40
```
**/design/flow/constraint.sdc**
```tcl
current_design create_ghost

set clk_period 21.7
set clk_io_pct 0.2

create_clock -name clk0 -period $clk_period

set non_clock_inputs [all_inputs -no_clocks]
set_input_delay [expr $clk_period * $clk_io_pct] -clock clk0 $non_clock_inputs
set_output_delay [expr $clk_period * $clk_io_pct] -clock clk0 [all_outputs]
```
==> impl_metrics.ini <==
; synthesis and place-and-route metrics
[worst_setup_path]
start_kind = input port
critPathSlowestCell = clkdlybuf4s50_1
path_max_fanout = 20
cp_data_arrival_time_ns = 14.14
crit_path_frequent_cell = nor2_1
critical_path_required_ns = 17.36
criticalPathCategory = in2out
cp-end-kind = output pin
slowest_delay_ns = 0.52

[route]
vias = 7701
wl_per_cell_um = 14.5
dr.pass1.iters = 5
drtIter0Drc = 295
postRouteAntennaNets = 0
vias_per_cell = 5.88
drt-total-wl_mm = 19.0
drc_errors = 0
antenna_cells = 0

[place]
dpl-instance-area_mm2 = 0.00824
numPortBuffers = 31
hpwl_mm = 15.3
routabilityCongestion = 0.922

[logic_synthesis]
yosysTopAreaCell = ha_1
postSynthSeqShare = 0
ys_sh_adder = 0.240
ys_sh_mux = 0.0287
synthTopCellsByArea = ha_1 (21%), xnor2_1 (5.5%), a21oi_1 (4.6%), nor2_1 (3.8%), o21ai_0 (3.6%)
synth_top_area_share = 0.207
synth.distinct_cells = 121
ys_sh_xor = 0.0797
most_common_cell = ha_1
syn_inst = 1049
ys_cells = 1049
common_cells = ha_1 (128), nor2_1 (78), a21oi_1 (71)
aoi_share = 0.365
synth-area-yosys_mm2 = 0.00775
yosys_warnings = 2
simple_gate_share = 0.226
syn_area_mm2 = 0.00775
top_logic_kind = AND-OR/OR-AND gates
avgSynthCellArea_um2 = 7.39

[sta]
worst_pin_slew_ns = 0.867
period_used_share = 0.852
clock.fmax_ghz = 0.0541
drv_slew = 0
slew_headroom = 0.422
report.final.hold_viol_count = 0
finalSetupTns_ns = 0
rsz0062_at_grt = no
min_period_ns = 18.48
setup_viol = 0

[floorplan]
die_w_um = 141
die-area_mm2 = 0.0199
io_pins = 32
core_mm2 = 0.0188
num_rows = 50
die_h_um = 141
fp_util = 0.412

[clock_network]
postCtsSetupRepairBufs = 0
cts-resized-gates = 0
cts_hold_buf = 0

[min_path]
min_path_cells = 7
hold_path.class = in2out

[final_layout]
nClkBuffers = 0
drive_gt1_frac = 0.0819
syn_to_final_growth_pct = 6.31
final_area_mm2 = 0.00824
seqCellArea_um2 = 0
seq_cells = 0

[global_route]
grt_overflow = 0
grt_pass1_vias = 7153
grt_max_degree = 21
grt_pass1_wl_mm = 33.0
antenna_found_initial = 0
grt.total_usage = 0.196

[run_status]
status = complete, no violations

[pwr]
peakVddDrop_mv = 0.0813
p_leak_nw = 3.52
p_per_area_mw_per_mm2 = 106

[flow_run]
openroad.warnings = 46
cap_violations = 0
report_power, final:
| group | switching (W) | total [W] | internal (W) | leakage (nW) |
|---|---|---|---|---|
| Clock | 0 | 0 | 0 | 0 |
| Sequential | 0 | 0 | 0 | 0 |
| Combinational | 0.000511 | 0.000872 | 0.000361 | 3.52 |
per-layer routing:
| layer | track usage | vias to the layer above | part of all wire |
|---|---|---|---|
| met5 | 0 | - | 0 |
| met4 | 0.0200 | 0 | 0.0051 |
| met3 | 0.00346 | 10 | 0.031 |
| met2 | 0.333 | 147 | 0.47 |
| met1 | 0.288 | 3556 | 0.50 |
| li1 | - | 3988 | - |
stage by stage:
step                hold slack [ns]  setup WS [ns]  cells  total power, W  utilization
global placement               9.87           3.32   1310        0.000864        0.438
detailed placement             9.86           3.28   1310        0.000866        0.438
CTS                            9.87           3.26   1310        0.000872        0.438
global route                   9.91           2.07   1310        0.000990        0.438
floorplan                      8.90           5.67   1050        0.000722            -
finish                         9.85           3.22   1310        0.000872        0.438
area by class of cell:
type | instances | area, um2
repair buffers | 39 | 370
fillers | 1947 | 10600
multi-input cells | 944 | 7290
well taps | 260 | 325
inverters | 67 | 251
worst max-delay path, delay by kind of cell:
kind / cells / cell delay [ns]
and+or+nand+nor: 12 / 1.92
buffers and inverters: 5 / 1.57
adders and majority gates: 4 / 1.33
xor gates and xnor gates: 3 / 1.03
AOI/OAI and AO/OA: 16 / 3.94
final timing paths:
check / end / start / slack (ns)
worst min-delay path: ghost_on / gameover / 9.85
worst max-delay path: ghost_on / x[2] / 3.22
cells by family after synthesis:
family	count (synthesis)
AOI/OAI and AO/OA	379
and+or+nand+nor	332
adders and majority gates	142
buffers and inverters	106
xor gates and xnor gates	68
muxes	21
other	1
cell usage in the layout, fill, tap and decap left out, drive strengths merged, types with 13 or more instances in the layout:
master,n
a211oi,21
nand2,68
clkdlybuf4s50,31
nor2b,20
xnor2,50
and2,18
nor4,13
o21ai,68
nand3,24
mux2i,14
xor2,18
o22ai,13
nand2b,24
inv,66
o211ai,19
a21oi,77
a31oi,17
a21o,25
nor3,31
nor2,82
ha,128
No activity file was given, so power comes from the tool's default toggle rates.
